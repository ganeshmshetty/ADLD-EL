[config.mk]
export PLATFORM = sky130hd
export DESIGN_NAME = secure_voting_machine
export DESIGN_NICKNAME = secure_voting_machine
export VERILOG_FILES = /design/flow/design.v
export SDC_FILE = /design/flow/constraint.sdc
export NUM_CORES = 4
export LEC_CHECK = 1
export CORE_UTILIZATION = 30
[constraint.sdc]
current_design secure_voting_machine

set clk_period 3.4
set clk_io_pct 0.2

create_clock -name clk0 -period $clk_period [get_ports {clk}]

set non_clock_inputs [all_inputs -no_clocks]
set_input_delay [expr $clk_period * $clk_io_pct] -clock clk0 $non_clock_inputs
set_output_delay [expr $clk_period * $clk_io_pct] -clock clk0 [all_outputs]
[design.v]
module secure_voting_machine (
    input clk,
    input reset,
    input [3:0] admin_password,
    input enable_admin,
    input result_mode,
    input [3:0] voter_id,  
    input vote_a,
    input vote_b,
    input vote_c,
    output reg [7:0] count_a,
    output reg [7:0] count_b,
    output reg [7:0] count_c,
    output reg [1:0] winner,
    output reg voting_enabled,
    output reg busy,
    output reg tie_flag
);
    parameter PASSWORD = 4'b1010;
    parameter RESET_S = 3'b000,
              AUTH    = 3'b001,
              IDLE    = 3'b010,
              VOTE    = 3'b011,
              LOCK    = 3'b100,
              RESULT  = 3'b101;
    reg [2:0] state, next_state;
    reg auth_ok;
    reg [15:0] voter_status;  
    reg [1:0] vote_choice;  
    always @(posedge clk or posedge reset) begin
        if (reset)
            state <= RESET_S;
        else
            state <= next_state;
    end
    always @(*) begin
        case (state)
            RESET_S:
                next_state = AUTH;
            AUTH:
                if (enable_admin && admin_password == PASSWORD)
                    next_state = IDLE;
                else
                    next_state = AUTH;
            IDLE:
                if (result_mode)
                    next_state = RESULT;
                else if (voting_enabled && (vote_a || vote_b || vote_c) && !voter_status[voter_id])
                    next_state = VOTE;
                else
                    next_state = IDLE;
            VOTE:
                next_state = LOCK;
            LOCK:
                if (!vote_a && !vote_b && !vote_c)
                    next_state = IDLE;
                else
                    next_state = LOCK;
            RESULT:
                next_state = RESULT;
            default:
                next_state = RESET_S;
        endcase
    end
    always @(posedge clk or posedge reset) begin
        if (reset) begin
            count_a <= 0;
            count_b <= 0;
            count_c <= 0;
            voter_status <= 0;  
            voting_enabled <= 0;
            busy <= 0;
        end else begin
            case (state)
                AUTH: begin
                    if (admin_password == PASSWORD)
                        voting_enabled <= 1;
                end
                IDLE: begin
                    busy <= 0;
                    if (next_state == VOTE) begin
                        if (vote_a)
                            vote_choice <= 2'b00;
                        else if (vote_b)
                            vote_choice <= 2'b01;
                        else if (vote_c)
                            vote_choice <= 2'b10;
                    end
                end
                VOTE: begin
                    busy <= 1;
                    voter_status[voter_id] <= 1;  
                    if (vote_choice == 2'b00)
                        count_a <= count_a + 1;
                    else if (vote_choice == 2'b01)
                        count_b <= count_b + 1;
                    else if (vote_choice == 2'b10)
                        count_c <= count_c + 1;
                end
                LOCK: begin
                    busy <= 0;
                end
                RESULT: begin
                    voting_enabled <= 0;
                end
            endcase
        end
    end
    always @(*) begin
        if (state == RESULT) begin
            if (count_a >= count_b && count_a >= count_c) begin
                winner = 2'b00;  
                tie_flag = (count_a == count_b || count_a == count_c);
            end else if (count_b >= count_a && count_b >= count_c) begin
                winner = 2'b01;  
                tie_flag = (count_b == count_a || count_b == count_c);
            end else begin
                winner = 2'b10;  
                tie_flag = 0;
            end
        end else begin
            winner = 2'b11;
            tie_flag = 0;
        end
    end
endmodule
[run.sh]
#!/bin/bash
# OpenROAD 26Q1-2900-gdf79404cd8, Yosys 0.63+post, stock flow scripts
make -C /OpenROAD-flow-scripts/flow DESIGN_CONFIG=/design/flow/config.mk WORK_HOME=/design/flow/orfs finish
==> results_dict.tcl <==
# metrics dict for downstream scripts
set metrics [dict create \
    flop_area_mm2 0.00127 \
    edf_count 0 \
    drv_cap 0 \
    cp-startpoint "count_b[1]" \
    finalWorstSetupSlack_ns 0.104 \
    antenna_left 0 \
    async_reset_ff_share_pct 94.1 \
    dp_hpwl_um 4770 \
    post_drt_wl_per_cell_um 13.4 \
    skew_ns 0.00414 \
    cts_sinks 51 \
    globalplace.congestion 0.873 \
    rows 36 \
    clock-root-buffer "clkbuf_8" \
    power_density_mw_per_mm2 333 \
    clock_path_buffers 2 \
    pre_cts_slack_ns 0.197 \
    path_max_fanout 6 \
    min_period_over_period_pct 96.9 \
    run_status "finished clean" \
    io_pins 44 \
    core_mm2 0.00973 \
    synth_cells 289 \
    ys_cells 289 \
    r2r_start "state[5]" \
    via_count 2368 \
    met2_usage_pct 22.8 \
    dr.pass1.iters 4 \
    crit_path_end_kind "output pin" \
    dpl.cell_count 464 \
    largest_area_cell "dfrtp_1" \
    first_global_vias 2249 \
    grt_pass1_wl_um 11000 \
    grt_util_met1_pct 20.4 \
    ys_warn_count 1 \
    finalSetupViolations 0 \
    ys_seq_share_pct 42.2 \
    fin_cells 497 \
    min_path_type "flop to flop" \
    numCtsBuffers 5 \
    period_minus_slack_ns 3.30 \
    finalHoldViolCount 0 \
    use_met3_pct 1.67 \
    warnings 29 \
    gr-max-usage-layer "met2" \
    fin_setup_tns_ns 0 \
    avgSynthCellArea_um2 10.4 \
    ir_drop_v 0.000221 \
    postLayoutCoreUtil_pct 41.3 \
    rr_worst_depth 5 \
    path_class "flop to output pin" \
    die-width_um 102 \
    ff_type "dfrtp_1" \
    r2r_slack_ns 1.40 \
    critPathLaunchType "flop" \
    worst_slew_pin_slew_ns 0.609 \
    total_power_mw 1.34 \
    hold_buffers 0 \
    cp.arrival_ns 2.62 \
    fillers 925 \
    grt_use_total_pct 13.7 \
    area_delta_synth_final_pct 34.2 \
    r2r_end "count_c[7]" \
    ys.flops 51 \
    antenna_found_initial 0 \
    viasPerCell 4.76 \
    fp_util_pct 30.8 \
    final_area_mm2 0.00402 \
    grt-ovfl-total 0 \
    grt_start_max_net_pins 49 \
    antenna_cells 0 \
    cts_tree "built" \
    synth.area.top_cells "dfrtp_1 39%, ha_1 13%, xnor2_1 5.6%, a21o_1 3.8%, inv_1 3.5%" \
    dieArea_mm2 0.0104 \
    placed_area_mm2 0.00358 \
    drc 0 \
    syn_area_mm2 0.00299 \
    crit_path_end "winner[0]" \
    ys_area_mm2 0.00299 \
    logic_area_mm2 0.00174 \
    top_area_share_pct 39.3 \
    synth_cell_types 52 \
    leakagePower_nw 1.90 \
    finalMaxSlewViolations 0 \
    die_y_um 102 \
    max_freq_mhz 303 \
    port_buffers 43 \
    relSlewSlack_pct 59.4 \
    first_iter_violations 65 \
    htreeDepth 2 \
    drive_above_1_share_pct 22.5 \
    clk_pin_slew_worst_paths_ns 0.09 \
    worstPathRequired_ns 2.72 \
    clkLatencyLatePin_ns 0.30 \
    timing.hold.ws_ns 0.460 \
    rsz0062_at_grt "yes" \
    wirelength_um 6650 \
]
## where the power goes
group,leakage (nW),internal (mW),switching (mW),total (mW)
Clock,0.0484,0.167,0.196,0.363
Combinational,1.19,0.168,0.128,0.296
Sequential,0.662,0.643,0.0375,0.680
Total,1.90,0.978,0.362,1.34
## metal layers
| layer | routed length [µm] | vias to the layer above |
|---|---|---|
| li1 | - | 1177 |
| met3 | 319 | 2 |
| met5 | 0 | - |
| met1 | 3180 | 1135 |
| met4 | 28 | 0 |
| met2 | 3130 | 54 |
## timing repair
action | in CTS | in global routing
gates resized | 13 | 22
endpoints found under the setup margin | 1 | 3
buffers inserted | 9 | 16
pin swaps | 2 | 10
cloned | 0 | 0
## worst max-delay path, cell delays in order (launching register included)
cell and delay, ns:
dfrtp_2 0.47, ha_1 0.31, nor2b_1 0.13, o211ai_1 0.25
a21oi_1 0.16, o32a_1 0.38, a21bo_2 0.23, clkdlybuf4s50_1 0.39
## cells in the mapped netlist (2+ instances only)
library cell and number:
mux2_2 2, and3_1 2, nor3_1 6, o211ai_1 3
o2bb2ai_1 2, xnor2_1 19, nand2_1 17, nor2b_1 4
a21oi_1 8, nand2b_1 4, nor2_1 16, or3_1 4
mux2i_1 5, o21ai_1 3, nand4_1 6, ha_1 31
xor2_1 6, a211oi_1 3, dfxtp_1 3, o21ai_0 5
dfrtp_1 47, and4_1 3, inv_1 28, a21o_1 15
a2111oi_2 2, nand3_1 15, buf_6 2, o221ai_1 3
o22ai_1 2
## logic make-up after synthesis
kind of cell	count (synthesis)	synth area share, %
muxes	10	4.05
AOI/OAI and AO/OA	58	14.5
other	1	0.125
DFF	51	42.2
buffers and inverters	31	4.39
adders and majority gates	31	13.0
xor gates and xnor gates	25	7.32
and+or+nand+nor	82	14.4
## worst min path at each step
stage                    from         endpoint  slack [ns]  cells after the start
CTS           voter_status[6]  voter_status[6]        0.47                      1
global route  voter_status[9]  voter_status[9]        0.48                      1
finish        voter_status[6]  voter_status[6]        0.46                      1
## flip-flops by register name, summed over array words and instances, names as in the netlist
register and cells:
count_b 8, state 6, count_c 8, voting_enabled 1
count_a 8, vote_choice 3, voter_status 16, busy 1
## placed cells by master (no fill, tap or decap), drive strengths merged, types with 4 or more instances in the layout
cell type	synthesis	final
or3	4	4
nand3	15	15
nor2	16	16
inv	28	28
clkbuf	1	7
buf	2	27
nor3	6	6
nand2b	4	4
nand2	17	17
mux2i	5	5
nand4	6	6
xnor2	19	19
nor2b	4	4
a21o	15	15
clkdlybuf4s50	0	41
ha	31	31
o21ai	9	9
dfrtp	47	47
a21oi	9	9
mux2	4	4
xor2	6	6
## cell type report
cell class,instances,area share [%]
Inverter,28,2.62
Tap cell,133,4.14
Sequential cell,51,31.7
Multi-Input combinational cell,207,43.2
Timing Repair Buffer,70,15.9
Clock inverter,1,0.218
Clock buffer,7,2.15
No activity file was given, so power comes from the tool's default toggle rates.
